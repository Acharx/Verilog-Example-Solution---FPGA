`/design/flow/run.sh`:
```
#!/bin/bash
# OpenROAD 26Q1-2900-gdf79404cd8, Yosys 0.63+post, stock flow scripts
make -C /OpenROAD-flow-scripts/flow DESIGN_CONFIG=/design/flow/config.mk WORK_HOME=/design/flow/orfs finish
```
`/design/flow/config.mk`:
```
export PLATFORM = sky130hd
export DESIGN_NAME = arithmetic_constant
export DESIGN_NICKNAME = arithmetic_constant
export VERILOG_FILES = /design/flow/design.v
export SDC_FILE = /design/flow/constraint.sdc
export NUM_CORES = 4
export LEC_CHECK = 1
export CORE_AREA = 10 10 70 70
export DIE_AREA = 0 0 80 80
```
`/design/flow/constraint.sdc`:
```
current_design arithmetic_constant

set clk_period 1.9
set clk_io_pct 0.2

create_clock -name clk0 -period $clk_period

set non_clock_inputs [all_inputs -no_clocks]
set_input_delay [expr $clk_period * $clk_io_pct] -clock clk0 $non_clock_inputs
set_output_delay [expr $clk_period * $clk_io_pct] -clock clk0 [all_outputs]
```
`/design/flow/design.v`:
```
`timescale 1ns / 1ps
module arithmetic_constant(num,res1,res2,res3,res4,res5);
input [7:0] num;
output [7:0] res1;
output [7:0] res2;
output [7:0] res3;
output [7:0] res4;
output [7:0] res5;
parameter coef=8'h02;
assign res1=coef+num;
assign res2 =num-coef;
assign res3=coef*num;
assign res4 = num/coef;
assign res5=num%coef;
endmodule
```
==> results.py <==
# Auto-generated metrics
metrics = {
    "synthesis": {
        "post_synth_instance_area_sq_um": 414.1,
        "ys_top_cells_by_count": "sky130_fd_sc_hd__buf_4 (27), sky130_fd_sc_hd__xnor2_1 (6), sky130_fd_sc_hd__xor2_1 (4)",
        "synthMostInstantiatedCell": "sky130_fd_sc_hd__buf_4",
        "syn-mean-instance-area_sq_um": 7.530,
        "top_area_cell": "sky130_fd_sc_hd__buf_4",
        "area_leaders": "sky130_fd_sc_hd__buf_4 (49%), sky130_fd_sc_hd__xnor2_1 (13%), sky130_fd_sc_hd__xor2_1 (8.5%), sky130_fd_sc_hd__ha_1 (6.0%), sky130_fd_sc_hd__nand3_1 (3.6%)",
        "yosysWarningCount": 0,
        "synth.lib_cells_used.distinct": 16,
        "synth.yosys.num_cells": 55,
        "top_cell_area_share_pct": 48.94,
        "ys_area_sq_um": 414.1,
        "postSynthCellCount": 55,
        "yosys.stat.seqShare_pct": 0,
    },
    "finish": {
        "ff_latch_area_sq_um": 0,
        "final-comb-area_sq_um": 261.5,
        "final_cell_area_sq_um": 764.5,
        "layout_area_overhead_pct": 84.59,
        "layout-drive-gt1-share_pct": 32.14,
        "ff_count": 0,
        "filler_cell_count": 386,
        "clkbuf_count": 0,
    },
    "floorplanning": {
        "design.die.area_sq_mm": 0.006400,
        "width_of_the_chip_microns": 80,
        "fp-row-count": 21,
        "coreArea_sq_mm": 0.003416,
        "io-pin-count": 48,
        "fp_util_pct": 12.12,
        "die-height_microns": 80,
    },
    "hold_path": {
        "worstHoldPathType": "primary input to output port",
    },
    "job": {
        "log.warning_count": 34,
        "timing.max_cap.violations": 0,
    },
    "route": {
        "drc": 0,
        "route.detailed.vias_per_inst": 3.100,
        "routedWlPerCell_microns": 10.36,
        "vias": 403,
        "ant_cells": 0,
        "ant_nets": 0,
        "postRouteWirelength_microns": 1347,
        "drtPass1Iterations": 1,
        "first_iter_violations": 0,
    },
    "placement": {
        "dpl-instance-area_sq_um": 718.2,
        "finalWeightedCongestion": 0.7458,
        "port_buffers": 34,
    },
    "grt": {
        "track_usage_pct": 3.557,
        "grt_antenna_before_repair": 0,
        "first_global_vias": 396,
        "grt_pass1_wl_microns": 1925,
        "grt_start_max_net_pins": 6,
        "overflow": 0,
    },
    "sta": {
        "period_needed_ps": 1834,
        "clock.fmax_ghz": 0.5453,
        "hold_viol_final": 0,
        "final.hold.worst_slack_ps": 760.0,
        "max_slew_vio_count": 0,
        "min_period_over_period_pct": 96.52,
        "unrepaired_setup_endpoints_after_global_routing": "yes",
        "finalSetupViolations": 0,
    },
    "setup_path": {
        "setup.worst_path.start_class": "primary input",
        "crit_type": "primary input to output port",
        "critical_path.max_fanout": 4,
        "worstPathRequired_ps": 1520,
        "cp-end-kind": "output port",
        "arrival_ps": 1450,
    },
    "status": {
        "status": "completed",
    },
    "pwr": {
        "leakage_nw": 0.3650,
        "largest_voltage_drop_on_the_vdd_net_mv": 0.07419,
        "powerDensity_mw_per_mm2": 184.8,
    },
}
==> kinds of logic after synthesis <==
group	after synthesis	share of synthesized area [%]
buffers and inverters	31	54.38
adders and majority gates	2	6.041
other	1	0.9055
and+or+nand+nor	11	17.52
xor gates and xnor gates	10	21.15
==> stage by stage <==
stage	instances	power (mW)	setup TNS, ps	util, %	setup slack (ps)
finish	130	0.1413	0	22.38	66.18
global route	130	0.1571	0	22.38	4.783
CTS	129	0.1437	0	21.76	3.591
detailed placement	127	0.1452	-5010	21.03	-507.2
global placement	127	0.1464	-4844	21.03	-472.0
floorplan	63	0.05939	0	-	610.7
==> metal layers <==
layer	global-route usage [%]	vias to the layer above	wire (microns)	share of wire, %
met5	0	-	0	0
met4	0	0	0	0
met3	1.818	0	210	16
met2	6.019	27	612	45
met1	4.156	181	524	39
li1	-	195	-	-
==> path summary, 6_finish.rpt <==
| path | depth (start not counted) | from | slack [ps] | end |
|---|---|---|---|---|
| worst max-delay path | 5 | num[2] | 70 | res1[5] |
| worst min-delay path | 0 | num[0] | 760 | res3[1] |
==> report_power, final <==
group | internal [mW] | leakage [nW] | switching (mW)
Combinational | 0.0981 | 0.365 | 0.0432
Sequential | 0 | 0 | 0
Clock | 0 | 0 | 0
Total | 0.0981 | 0.365 | 0.0432
==> worst max-delay path, stage by stage <==
cell and delay (ps):
sky130_fd_sc_hd__buf_4 130, sky130_fd_sc_hd__ha_4 150, sky130_fd_sc_hd__and3_4 180, sky130_fd_sc_hd__xor2_1 120
sky130_fd_sc_hd__clkdlybuf4s50_1 480
==> layout by cell type, fill, tap and decap left out, drive strengths merged, types with 2 or more instances in the layout <==
cell           count
clkdlybuf4s50     21
buf               19
conb               9
dlygate4sd2        7
xnor2              6
xor2               4
nand3              4
inv                3
nor3               2
dlymetal6s2s       2
and3               2
ha                 2
==> cell type report <==
cell class                 instances  share of cell area (%)
tap                               46                   7.529
inverter                           3                   1.473
multi-input combinational         32                   34.21
timing repair buffer              49                   56.79
==> repair_timing <==
item,CTS,global route
setup buffers,3,1
setup endpoints to repair,26,5
gates resized,29,5
pin swaps,7,4
hold buffers,0,0
Power and IR drop assume default switching activity.
