`flow/constraint.sdc`:
```
current_design decoder_7seg

set clk_period 1.2
set clk_io_pct 0.2

create_clock -name clk0 -period $clk_period

set non_clock_inputs [all_inputs -no_clocks]
set_input_delay [expr $clk_period * $clk_io_pct] -clock clk0 $non_clock_inputs
set_output_delay [expr $clk_period * $clk_io_pct] -clock clk0 [all_outputs]
```
`flow/run.sh`:
```
#!/bin/bash
# OpenROAD 26Q1-2900-gdf79404cd8, Yosys 0.63+post, stock flow scripts
make -C /OpenROAD-flow-scripts/flow DESIGN_CONFIG=/design/flow/config.mk WORK_HOME=/design/flow/orfs finish
```
`flow/config.mk`:
```
export PLATFORM = sky130hd
export DESIGN_NAME = decoder_7seg
export DESIGN_NICKNAME = decoder_7seg
export VERILOG_FILES = /design/flow/design.v
export SDC_FILE = /design/flow/constraint.sdc
export NUM_CORES = 4
export LEC_CHECK = 1
export CORE_AREA = 10 10 70 70
export DIE_AREA = 0 0 80 80
```
`flow/design.v`:
```
module decoder_7seg(in1,out1);
input [3:0] in1;
output reg [6:0] out1;
always @ (in1)
case (in1)
    4'b0000 : out1=7'b1000000;  
    4'b0001 : out1=7'b1111001;  
    4'b0010 : out1=7'b0100100;  
    4'b0011 : out1=7'b0110000;  
    4'b0100 : out1=7'b0011001;  
    4'b0101 : out1=7'b0010010;  
    4'b0110 : out1=7'b0000010;  
    4'b0111 : out1=7'b1111000;  
    4'b1000 : out1=7'b0000000;  
    4'b1001 : out1=7'b0010000;  
    4'b1010 : out1=7'b0001000;  
    4'b1011 : out1=7'b0000011;  
    4'b1100 : out1=7'b1000110;  
    4'b1101 : out1=7'b0100001;  
    4'b1110 : out1=7'b0000110;  
    4'b1111 : out1=7'b0001110;  
endcase
endmodule
```
==> impl_metrics.env <==
# yosys + openroad results
export IMPL_drv_slew=0
export IMPL_die_height_um=80
export IMPL_regArea_um2=0
export IMPL_total_power_uw=203.1
export IMPL_die_x_um=80
export IMPL_cp_max_fo=5
export IMPL_dp_hpwl_um=711.3
export IMPL_grt_pass1_vias=377
export IMPL_vias=320
export IMPL_synth_warnings=1
export IMPL_relSlewSlack=0.8954
export IMPL_top_cell="ha_1"
export IMPL_antenna_found_initial=0
export IMPL_worst_slew_pin_slew_ns=0.1525
export IMPL_topCellsByArea="ha_1 32%, mux2i_1 15%, mux4_1 9.5%"
export IMPL_top_logic_kind="adder cells"
export IMPL_ff_count=0
export IMPL_p_comb_frac=1.000
export IMPL_ys_cells=32
export IMPL_ys_area_um2=275.3
export IMPL_drive_gt1_frac=0.7679
export IMPL_rsz0062_at_grt="true"
export IMPL_grt_ovfl_total=0
export IMPL_crit_path_start_kind="input port"
export IMPL_wl_um=967
export IMPL_comb_area_um2=339.1
export IMPL_irDropWorstVdd_v=0.00009640
export IMPL_finish_utilization=0.1901
export IMPL_core_area_mm2=0.003416
export IMPL_port_buffers=11
export IMPL_avgViaCountPerCell=3.137
export IMPL_warning_count=41
export IMPL_antenna_cells=0
export IMPL_syn_area_per_cell_um2=8.602
export IMPL_synth_cell_types=15
export IMPL_worstPathCellList="buf_12, inv_12, ha_4, and2b_2, or3b_1, o21ai_1, buf_2"
export IMPL_grt_max_degree=8
export IMPL_min_to="out1[3]"
export IMPL_compound_area_frac=0.1545
export IMPL_drtAntennaViolNets=0
export IMPL_cp_required_ns=0.96
export IMPL_nClkBuffers=0
export IMPL_arrival_ns=1.26
export IMPL_powerDensity_mw_per_mm2=312.8
export IMPL_path_class="in2out"
export IMPL_first_iter_violations=2
export IMPL_hold_violations=0
export IMPL_timing_fmax_mhz=667.0
export IMPL_critical_path_max_stage_delay_ns=0.34
export IMPL_synthTopCellsByCount="7 x ha_1, 5 x nor2_1, 4 x mux2i_1"
export IMPL_ys_sh_simple=0.1455
export IMPL_max_cap_violations=0
export IMPL_setup_ws_ns=-0.2992
export IMPL_grt_pass1_wl_um=1773
export IMPL_final_min_clock_period_ns=1.499
export IMPL_synthMuxAreaShare=0.2818
export IMPL_cp_slowest_cell="or3b_1"
export IMPL_min_period_over_period=1.249
export IMPL_top_cell_area_share=0.3182
export IMPL_synth_area_leader_cell="ha_1"
export IMPL_netSwitchingFraction=0.4031
export IMPL_seqPwrFrac=0
export IMPL_cp_top_family="simple AND/OR/NAND/NOR gates"
export IMPL_hold_path_class="in2out"
export IMPL_hold_path_startpoint="in1[3]"
export IMPL_dpl_cell_area_um2=536.8
export IMPL_area_growth_pct=135.9
export IMPL_status="finished, violations left"
export IMPL_fin_area_um2=649.4
export IMPL_syn_cell_area_um2=275.3
export IMPL_grt_usage=0.03306
export IMPL_die_area_mm2=0.006400
export IMPL_p_switching_uw=81.87
export IMPL_power_share_clock=0
export IMPL_cp_buffers_inverters=3
export IMPL_synthCells=32
export IMPL_preCtsSetupSlack_ns=-1.244
export IMPL_p_int_uw=121.2
export IMPL_post_route_drc_count=0
export IMPL_whs_ns=0.9215
export IMPL_leakagePower_uw=0.0002845
export IMPL_gp_congestion=0.8481
export IMPL_row_count=21
export IMPL_synth_xor_area_share=0
export IMPL_avgRoutedWirePerCell_um=9.480
export IMPL_num_io_pins=11
export IMPL_min_path_cells=3
export IMPL_first_pass_iters=3
export IMPL_setup_viol=7
export IMPL_nFillCells=382
export IMPL_violations="negative setup slack"
export IMPL_worstSetupEndpointType="output port"
export IMPL_yosysSeqAreaShare=0
export IMPL_ys_sh_adder=0.3182
export IMPL_initial_core_util=0.08059
==> power by group through the flow <==
stage                 registers, uW  clock network (uW)  logic (uW)
after global routing              0                   0         225
final                             0                   0         203
after CTS                         0                   0         197
==> cell families after synthesis <==
logic type,Yosys count
buffers and inverters,5
AND-OR/OR-AND,6
AND/OR/NAND/NOR,8
adder cells (fa/ha/maj),7
multiplexers,6
==> worst max path at each step <==
stage | cells past startpoint | slack (ns) | endpoint | startpoint
after CTS | 7 | -0.31 | out1[0] | in1[1]
after global routing | 7 | -0.38 | out1[0] | in1[1]
final | 7 | -0.30 | out1[0] | in1[1]
==> cell usage in the layout (no fill, tap or decap), types with 2 or more instances in the layout <==
cell type | netlist | final
a22o_1 | 2 | 2
buf_12 | 0 | 2
buf_2 | 1 | 9
buf_4 | 0 | 8
buf_6 | 1 | 6
ha_4 | 0 | 6
mux2i_1 | 4 | 3
nor2_1 | 5 | 2
nor2_2 | 0 | 3
o21ai_1 | 0 | 2
==> area by class of cell <==
type | instances | area share
Tap cell | 46 | 0.08863
Inverter | 3 | 0.04817
Timing Repair Buffer | 26 | 0.3410
Multi-Input combinational cell | 27 | 0.5222
==> metrics by stage <==
stage	instances	setup TNS, ns
floorplan	32	-0.01678
global placement	96	-7.840
detailed placement	96	-7.846
CTS	102	-1.351
global route	102	-1.577
finish	102	-1.273
==> routing by layer <==
layer | up-vias | wire (um) | track usage
li1 | 160 | - | -
met1 | 154 | 366 | 0.03373
met2 | 4 | 564 | 0.06902
met3 | 2 | 16 | 0.003409
met4 | 0 | 19 | 0.005282
met5 | - | 0 | 0
==> what timing repair did <==
action | in CTS | in global routing
endpoints found under the setup margin | 7 | 7
resized | 65 | 3
setup buffers | 5 | 0
endpoints found under the hold margin | 0 | 0
hold buffers | 0 | 0
cloned | 1 | 0
pin swaps | 9 | 5
Power and IR drop assume default switching activity.
