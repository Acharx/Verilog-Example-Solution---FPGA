==> ./design.v <==
`timescale 1ns / 1ps
module N_bit_comparator(comp,x,y);
parameter N=4;
input [N-1:0]x,y;
output reg [2:0] comp;
initial
comp = 3'b0;
always @ (x or y)
if (x>y) comp = 3'b100;
else if(x==y) comp = 3'b010;
else if(x<y) comp = 3'b001;
else comp = 3'b111;
endmodule
==> ./run.sh <==
#!/bin/bash
# OpenROAD 26Q1-2900-gdf79404cd8, Yosys 0.63+post, stock flow scripts
make -C /OpenROAD-flow-scripts/flow DESIGN_CONFIG=/design/flow/config.mk WORK_HOME=/design/flow/orfs finish
==> ./config.mk <==
export PLATFORM = sky130hd
export DESIGN_NAME = N_bit_comparator
export DESIGN_NICKNAME = N_bit_comparator
export VERILOG_FILES = /design/flow/design.v
export SDC_FILE = /design/flow/constraint.sdc
export NUM_CORES = 4
export LEC_CHECK = 1
export CORE_AREA = 10 10 70 70
export DIE_AREA = 0 0 80 80
==> ./constraint.sdc <==
current_design N_bit_comparator

set clk_period 2.2
set clk_io_pct 0.2

create_clock -name clk0 -period $clk_period

set non_clock_inputs [all_inputs -no_clocks]
set_input_delay [expr $clk_period * $clk_io_pct] -clock clk0 $non_clock_inputs
set_output_delay [expr $clk_period * $clk_io_pct] -clock clk0 [all_outputs]
==> impl_metrics.py <==
# Synthesis and PnR figures
metrics = {
    "run_status": {
        "status": "completed",
    },
    "synth": {
        "syn_inst": 16,
        "ys_cells": 16,
        "syn_avg_cell_area_um2": 6.647,
        "top_area_cell": "ha_1",
        "topCellsByArea": "ha_1 (47%), inv_1 (18%), a21oi_1 (9.4%)",
        "yosysChipArea_um2": 106.4,
        "netlist_area_um2": 106.4,
        "yosysWarnings": 1,
        "yosysTopAreaCellShare": 0.4706,
        "ys_types": 8,
        "ys_seq_share": 0,
    },
    "grt": {
        "antenna_found_initial": 1,
        "grt_max_degree": 4,
        "grt_pass1_wl_um": 648,
        "grt_pass1_vias": 141,
        "grt.overflow.total": 0,
        "grt_usage": 0.01224,
    },
    "final_timing": {
        "finalSetupViolCount": 0,
        "hold_slack_ns": 1.487,
        "worstMarginPinSlew_ns": 0.1270,
        "fin_ws_ns": 0.05368,
        "min_period_ns": 2.146,
        "finalSetupTns_ns": 0,
        "timing.final.crit_share": 0.9756,
        "max_freq_ghz": 0.4659,
        "hold_viol": 0,
        "slew_headroom": 0.9151,
        "finalMaxSlewViolations": 0,
    },
    "route": {
        "dr.pass1.iters": 1,
        "drt-initial-drc-count": 0,
        "vias_per_cell": 2.013,
        "post_drt_wl_per_cell_um": 6.360,
        "post-route-drc-count": 0,
        "drtAntennaViolNets": 0,
        "drt-total-wl_um": 477,
        "vias": 151,
    },
    "die": {
        "dieArea_um2": 6400,
        "rows": 21,
        "ioPinCount": 11,
        "fp.coreArea_um2": 3416,
        "fp_util": 0.03114,
        "die_height_um": 80,
        "fp.dieW_um": 80,
    },
    "setup_path": {
        "arrival_ns": 1.71,
        "crit_fanout": 3,
        "crit_type": "in2out",
        "start_kind": "input port",
        "worstPathRequired_ns": 1.76,
        "setup.worst_path.end_class": "output pin",
    },
    "placed_design": {
        "place.gp.congestion": 0.7670,
        "dpl-instance-area_um2": 274.0,
        "port_buffers": 11,
        "dp_hpwl_um": 384.4,
        "dpl_worst_slack_ns": -0.3027,
        "place_inst": 73,
    },
    "final_layout": {
        "combGateArea_um2": 138.9,
        "fillers": 398,
        "final_cells": 75,
        "seqCellArea_um2": 0,
        "nFlopsAndLatches": 0,
        "drive_gt1_frac": 0.3929,
        "n_clock_buffer": 0,
        "design_area_um2": 332.8,
        "final_common_cell": "clkdlybuf4s50_1",
        "lay_top_cells": "clkdlybuf4s50_1 (6), inv_1 (3), ha_4 (3)",
        "syn_to_final_growth_pct": 212.9,
        "fin_util": 0.09744,
    },
    "worst_hold_path": {
        "hold_class": "in2out",
    },
    "job": {
        "tool_warnings": 32,
        "maxCapViolations": 0,
    },
    "cts": {
        "hold_buffers": 0,
    },
    "power": {
        "cellLeakagePower_nw": 0.1426,
        "p_per_area_nw_per_um2": 158.5,
        "peakVddDrop_mv": 0.01906,
        "power_mw": 0.05274,
    },
}
==> path summary, 6_finish.rpt <==
path	start	end	depth (start not counted)
worst max-delay path	y[2]	comp[0]	6
worst min-delay path	y[3]	comp[2]	7
==> power breakdown <==
part,switching (mW),total (mW),internal [mW]
clock,0,0.0000000607,0.0000000607
combinational,0.0187,0.0527,0.0340
sequential,0,0,0
total,0.0187,0.0527,0.0340
==> cell usage after synthesis <==
library cell / count
o21ai_1: 1
nand2_1: 1
and4_1: 1
a21oi_1: 2
nor2_1: 1
nor2b_1: 1
ha_1: 4
inv_1: 5
==> final cells by class <==
class / instances / share of cell area
well taps: 46 / 0.1729
multi-input cells: 11 / 0.4173
diodes: 1 / 0.007519
inverters: 5 / 0.05639
repair buffers: 12 / 0.3459
==> metal layers <==
| layer | track usage | wire length, um |
|---|---|---|
| met2 | 0.01284 | 140 |
| met5 | 0 | 0 |
| met3 | 0.01477 | 169 |
| met4 | 0 | 0 |
| met1 | 0.01582 | 167 |
==> what timing repair did <==
item | CTS | global route
setup endpoints to repair | 3 | 2
pin swaps | 5 | 3
cloned | 0 | 0
hold endpoints to repair | 0 | 0
gates resized | 8 | 8
setup buffers | 1 | 0
==> logic make-up after synthesis <==
kind of cell / after synthesis / share of synthesized area
fa+ha+maj: 4 / 0.4706
buf+inv: 5 / 0.1765
compound gates: 3 / 0.1411
simple gates: 4 / 0.2117
==> worst max-delay path, stage by stage <==
cell and delay, ns:
clkdlybuf4s50_1 0.46, inv_1 0.06, ha_4 0.26, and4_1 0.22, nor2_1 0.05, dlygate4sd2_1 0.23
Power is estimated from default activity; no workload was simulated.
